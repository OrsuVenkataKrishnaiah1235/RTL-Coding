File: /design/flow/run.sh
#!/bin/bash
# OpenROAD 26Q1-2900-gdf79404cd8, Yosys 0.63+post, stock flow scripts
make -C /OpenROAD-flow-scripts/flow DESIGN_CONFIG=/design/flow/config.mk WORK_HOME=/design/flow/orfs finish
File: /design/flow/config.mk
export PLATFORM = sky130hd
export DESIGN_NAME = fifo
export DESIGN_NICKNAME = fifo
export VERILOG_FILES = /design/flow/design.v
export SDC_FILE = /design/flow/constraint.sdc
export NUM_CORES = 4
export LEC_CHECK = 1
export CORE_UTILIZATION = 50
File: /design/flow/constraint.sdc
current_design fifo

set clk_period 5.4
set clk_io_pct 0.2

create_clock -name clk0 -period $clk_period [get_ports {clk}]

set non_clock_inputs [all_inputs -no_clocks]
set_input_delay [expr $clk_period * $clk_io_pct] -clock clk0 $non_clock_inputs
set_output_delay [expr $clk_period * $clk_io_pct] -clock clk0 [all_outputs]
File: /design/flow/design.v
module dual_port_ram(clk,Din,Dout,wr_en,wr_addr,rd_En,rd_addr);
input [7:0]Din;
input [3:0]wr_addr;
input [3:0]rd_addr;
input wr_en,rd_En,clk;
output reg [7:0]Dout;
reg [7:0] Mem [15:0];
always @(posedge clk)
begin
    if(wr_en)
        Mem[wr_addr]<=Din;
    if(rd_En)
        Dout <=Mem[rd_addr];
end
endmodule
module fifo(data_in,we,clk,rst,data_out,re,full,empty);
    parameter data_width =8 ;
    parameter address_width=4;
    parameter ram_depth=16;
    output reg [data_width-1:0]data_out;
    output full,empty;
    input [data_width-1:0]data_in;
    input clk,rst,we,re;
    reg [address_width-1:0] wr_pointer;
    reg [address_width-1:0] rd_pointer;
    reg [address_width:0] status_count;
    wire [data_width-1:0] data_ram;
    dual_port_ram DUT(clk,data_in,data_ram,we,wr_pointer,re,rd_pointer);
always @(posedge clk or posedge rst)
begin
    if(rst==1)
    rd_pointer <=0;
    else
    begin
    if(re==1)
        rd_pointer<=rd_pointer+1;
    end
end
always @(posedge clk or posedge rst)  
    begin
    if(rst==1)
        wr_pointer <=0;
    else
        begin
        if(we==1)
            wr_pointer<=wr_pointer+1;
        end
end
always @(posedge clk,posedge rst)
begin
if(rst)
    status_count<=0;
else if ((we&&!re) && (status_count !=ram_depth))
    status_count<=status_count+1;
else if ((re&&!we) && (status_count !=0) )
    status_count<=status_count-1;
end
assign full=(status_count==(ram_depth));
assign empty=(status_count==0);
always @(posedge clk,posedge rst)
begin
if(rst)
    data_out<=0;
else
   begin
if(rst)
    data_out<=data_ram;
end
end
endmodule
==> ci_impl_report.md <==
### Metrics collected by this job

| Metric | Value |
|---|---|
| Outcome | finished clean |
| Fp util | between 50% and 60% |
| Crit path max fanout | 21 |
| Final worst path period share | roughly 63% |
| Tool warnings | 28 |
| Port Buf Inserts | 21 |
| Layout cells sized above 1 | roughly 20% |
| H-Tree Depth | 4 |
| Largest net degree at the start of global routing | 36 |
| Synth warn | 2 |
| Area after DPL | approximately 6700 um2 |
| Cell Type Count | between 40 and 50 |
| Share of synthesized registers carrying an async set or reset | 13.4% |
| Arr. time, crit path | about 3600 ps |
| Synth Flop Type | edfxtp_1 |
| Worst Setup End Kind | flop |
| First-pass GRT wire length | ~18000 um |
| Clock Sinks | 157 |
| Placed insts | 499 |
| Pwr Total | about 4 mW |
| Min Tclk post-route | roughly 3400 ps |
| Root buffer cell | clkbuf_16 |
| Die W | 114 um |
| Max Slew Vio Count | 0 |
| Routability cong. | 0.848 |
| DRT iter0 DRCs | between 200 and 250 |
| Hpwl dp | 6910 um |
| DR WL/cell | 20.9 um |
| # IOs | 22 |
| GR Overflow Total | 0 |
| Crit Path Class | in2reg |
| Mapped cell area | roughly 6300 um2 |
| Clock skew | 6.88 ps |
| Final Hold Viols | 0 |
| Row cnt | 40 |
| Drt first pass iters | 4 |
| DIE HEIGHT | about 110 um |
| Area Overhead vs Synth | 15.7% |
| Initial antenna violation count | 0 |
| Post-synthesis cell count | 321 |
| Clock Path Buffers | 2 |
| Total CTS buffers | 17 |
| Pre-CTS WS | approximately 1600 ps |
| Worst vdd ir | roughly 430 uV |
| TritonCTS clock tree | yes |
| Sum Neg Setup Slack | 0 ps |
| Reg power frac | between 40% and 50% |
| Worst-Margin Slew | about 760 ps |
| Vias/cell | 5.53 |
| Max capacitance violation total | 0 |
| Via count | approximately 2900 |
| Yosys cell count | ~320 |
| Hold Crit Depth | 1 |
| Net Sw Frac | 27.5% |
| EDFF count, synth | roughly 140 |
| Flops & latches, synth | about 160 |
| Syn avg cell area | 19.6 um2 |
| All-Layer GR Usage | between 20% and 30% |
| Yosys Chip Area | between 6000 and 7000 um2 |
| Vias in the first global route | 3149 |
| Setup ws final | around 2000 ps |
| Internal Power | around 2.8 mW |
| Routed WL | 11100 um |
| Post-route cell area | 7290 um2 |
| Highest Clock Rate | slightly below 0.3 GHz |
| # DRC | 0 |
| RSZ-0062 raised after global routing | no |
| Ant diodes | 0 |
| Switching power | between 1 and 1.5 mW |
| Power Density | roughly 530 nW/um2 |
| Crit path required time | 5660 ps |
| Die area | 13100 um2 |
| Final Setup Violations | 0 |
| Comb pwr share | between 20 and 30% |
| Insertion delay to the later sink of the worst-skew pair | approximately 420 ps |
| Seq share, synth | roughly three quarters |
| Final ANT Viol Nets | 0 |
| Core area | around 12000 um2 |
| Post-CTS Setup Bufs | 0 |
| Min-Delay Path Class | reg2reg |
| Post-layout util | 60.0% |
| Hold-fix buffers, CTS | 0 |
| Resize count post-CTS | 0 |
| Slew margin rel. | 49.3% |
| Crit start category | input pin |
| Total leakage power | around 2.5 nW |
| Clock network power share | a little under a third |
| Clk pin slew, worst setup/hold paths | 60 ps |
| WHS | around 480 ps |
| Finished Layout Cells | between 500 and 600 |
| Worst-case reg-to-reg path depth | 8 |
critical path, cell delays in order:
cell,delay (ps)
clkdlybuf4s50_1,890
nor2b_1,240
nand2_1,140
fa_1,420
a21o_1,200
a2111oi_0,420
o21a_1,190
a211oi_1,40
power groups by stage:
stage,registers (mW),clock network (mW),logic (mW)
after CTS,1.66,1.26,1.02
after global routing,1.68,1.31,1.11
final,1.65,1.23,1.00
final timing paths:
path / slack, ps / endpoint / startpoint
min reg2reg: 480 / data_out[1] / DUT.Dout[1]
max in group asynchronous: 3880 / rd_pointer[0] / rst
max: 2020 / status_count[4] / we
max reg2reg: 2790 / status_count[4] / status_count[0]
min: 480 / data_out[1] / DUT.Dout[1]
min in group asynchronous: 1290 / data_out[4] / rst
area by class of cell:
cell class	count	area, um2
Sequential cell	157	4610
Inverter	6	22.5
Tap cell	168	210
Clock buffer	18	429
Fill cell	882	4870
Multi-Input combinational cell	143	1590
Timing Repair Buffer	25	240
Clock inverter	14	194
registers in the layout, summed over array words and instances, names as in the netlist:
register,flops
wr_pointer,4
DUT.Dout,8
rd_pointer,4
data_out,8
status_count,5
DUT.Mem,128
layout by cell type, fill, tap and decap left out, types with 2 or more instances in the layout:
cell type,Yosys,routed
edfxtp_1,136,136
mux4_2,26,26
clkdlybuf4s50_1,0,21
dfrtp_1,21,20
a22oi_1,17,17
and2_1,17,17
clkbuf_16,0,17
nand2_1,14,14
mux2_2,9,9
ha_1,8,8
xnor2_1,7,7
inv_1,6,6
mux4_1,6,6
clkinvlp_4,0,5
a21oi_1,4,4
nor2b_1,4,4
bufinv_16,0,4
buf_4,1,4
xor2_1,3,3
nor2_1,3,3
a21o_1,3,3
nand4_1,2,2
clkinv_2,0,2
clkinv_4,0,2
cells in the mapped netlist, types with 2 or more instances:
cell type | number | share of area [%]
dfrtp_1 | 21 | 8.3
ha_1 | 8 | 1.6
nor2_1 | 3 | 0.18
and2_1 | 17 | 1.7
edfxtp_1 | 136 | 65
buf_2 | 3 | 0.24
buf_1 | 4 | 0.24
nor2b_1 | 4 | 0.40
a22oi_1 | 17 | 2.0
inv_1 | 6 | 0.36
xor2_1 | 3 | 0.42
nand4_1 | 2 | 0.20
clkbuf_1 | 4 | 0.24
mux2_2 | 9 | 1.6
a21o_1 | 3 | 0.36
nand2_1 | 14 | 0.83
mux4_1 | 6 | 2.5
mux4_2 | 26 | 9.3
buf_6 | 3 | 0.54
xnor2_1 | 7 | 0.97
a21oi_1 | 4 | 0.32
cells by family after synthesis:
logic type / count (synthesis) / synth area share (%)
xor gates and xnor gates: 10 / 1.39
DFF: 157 / 73.1
adders and majority gates: 9 / 1.91
buffers and inverters: 21 / 1.73
AOI/OAI and AO/OA: 35 / 4.19
muxes: 42 / 13.6
and+or+nand+nor: 47 / 4.13
layer usage:
metal	wire length [um]	track usage, %
met1	4740	33.8
met3	1210	13.2
met2	5020	28.8
met4	110	2.16
met5	0	0
Power and IR drop assume default switching activity.
