==> design/flow/design.v <==
module mod11(load,load_enable,out,clk,rst);
input clk,rst,load_enable;
input [3:0]load;
output reg [3:0]out;
always@(posedge clk)
begin
    if(rst==1)
        out<=0;
    else
    begin
        if(load_enable==1)
            out <=load;
        else if(out==10)
            out<=0;
        else
            out<=out+1;
    end
end
endmodule
==> design/flow/run.sh <==
#!/bin/bash
# OpenROAD 26Q1-2900-gdf79404cd8, Yosys 0.63+post, stock flow scripts
make -C /OpenROAD-flow-scripts/flow DESIGN_CONFIG=/design/flow/config.mk WORK_HOME=/design/flow/orfs finish
==> design/flow/config.mk <==
export PLATFORM = sky130hd
export DESIGN_NAME = mod11
export DESIGN_NICKNAME = mod11
export VERILOG_FILES = /design/flow/design.v
export SDC_FILE = /design/flow/constraint.sdc
export NUM_CORES = 4
export LEC_CHECK = 1
export CORE_AREA = 10 10 70 70
export DIE_AREA = 0 0 80 80
==> design/flow/constraint.sdc <==
current_design mod11

set clk_period 1.8
set clk_io_pct 0.2

create_clock -name clk0 -period $clk_period [get_ports {clk}]

set non_clock_inputs [all_inputs -no_clocks]
set_input_delay [expr $clk_period * $clk_io_pct] -clock clk0 $non_clock_inputs
set_output_delay [expr $clk_period * $clk_io_pct] -clock clk0 [all_outputs]
==> impl_metrics.yaml <==
# physical design summary
outcome:
  outcome: "completed"
routing:
  dr_total_vias: 229
  route.detailed.drc: 0
  antennaDiodeCount: 0
  drtIter0Drc: 4
  first_pass_iters: 4
  avgViaCountPerCell: 2.69
  wire_per_inst_um: 7.46
  wirelength_um: 634
  ant_nets: 0
timing:
  final_hold_viol_count: 0
  setup_tns_ns: 0
  slew_viol_final: 0
  fmax_mhz: 651
  period_needed_ns: 1.54
  setup_viol: 0
  fin_skew_ns: 0.00846
  relSlewSlack_pct: 81.1
  tightestPinTransition_ns: 0.283
  rsz0062_at_grt: "no"
  setup_ws_ns: 0.264
  period_used_pct: 85.3
power_and_ir_drop:
  p_leak_nw: 0.143
  finalPower_uw: 272
  vdd_ir_drop_max_mv: 0.177
  powerDensity_nw_per_um2: 669
placement:
  portBuffers: 10
  place_congestion: 0.721
  post-place-ws_ns: 0.400
  placed_area_um2: 384
global_route:
  grt_pass1_vias: 226
  antenna_found_initial: 0
  grt.total_usage_pct: 2.16
  grt_pass1_wl_um: 1090
  use_met3_pct: 1.59
  gr-usage-met2_pct: 2.57
  met1_usage_pct: 3.00
  grt_max_degree: 9
  overflow: 0
  busiest_layer: "met1"
clock_network:
  cts_resized: 0
  root_buffer: "clkbuf_4"
  cts_tree: "built"
  clock_latency_ns: 0.24
  clock_sinks: 4
  holdBufCountCts: 0
  cts_setup_buffers: 0
  numCtsBuffers: 3
  clk_pin_slew_ns: 0.04
  h-tree-depth: 1
  clockBufferDepth: 2
critical_path:
  path_depth: 1
  critPathLaunchType: "register"
  crit_path_max_incr_delay_ns: 0.51
  endpoint_kind: "output pin"
  worstPathArrival_ns: 1.18
  r2r_cells: 3
  cp_top_family: "buffers and inverters"
  cp.required_ns: 1.44
  cp_slowest_cell: "clkdlybuf4s50_1"
  path_cells: "clkdlybuf4s50_1"
  critPathBufInv: 1
  crit_fanout: 6
  critPathKind: "reg2out"
floorplanning:
  die_y_um: 80
  chip_area_um2: 6400
  core_um2: 3420
  fp-row-count: 21
  die-width_um: 80
  fp_util_pct: 6.78
  pin_count: 11
synthesis:
  yosysChipArea_um2: 231
  ys_types: 17
  synth_area_um2: 231
  synth_stat.cells: 27
  yosys-top-cells-area: "dfxtp_1 35%, a21oi_1 8.6%, a221oi_2 6.5%"
  ys_ff: 4
  yosysSeqAreaShare_pct: 34.6
  yosysTopAreaCellShare_pct: 34.6
  synth_cells: 27
  syn_avg_cell_area_um2: 8.57
  largest_area_cell: "dfxtp_1"
  synth_warnings: 1
final_layout:
  post-route-util_pct: 11.9
  largest_register_ffs: 4
  syn_to_final_growth_pct: 75.7
  largestRegisters: "out: 4 flops"
  fill_cells: 396
  drive_gt1_share_pct: 17.9
  logic_area_um2: 131
  finish.instance_area_um2: 407
  largest_register: "out"
  seqCellArea_um2: 80.1
  layout_top_cells: "10 x clkdlybuf4s50_1, 4 x inv_1, 4 x a21oi_1, 4 x dfxtp_1, 3 x clkbuf_4"
  layout.cells.most_common: "clkdlybuf4s50_1"
flow_run:
  tool_warnings: 25
  drv_cap: 0
hold_path:
  whs_path_depth: 2
  hold_path_class: "reg2reg"
## power by group
group	internal [mW]	leakage, nW	switching (mW)
clock network	0.0744	0.0138	0.0352
registers	0.0964	0.0333	0.00976
logic	0.0389	0.0954	0.0174
total	0.210	0.143	0.0623
## Yosys cell counts, drive strengths merged
cell and instances:
a21oi 4, dfxtp 4, inv 4, a21boi 2, nand2 2, nand3b 2
a221oi 1, buf 1, nand2b 1, nor2 1, o21a 1, o21ai 1
o31a 1, or2b 1, xnor2 1
## metal layers
metal,up-vias,wire length (µm)
li1,118,-
met1,99,304
met2,10,253
met3,2,64
met4,0,12
met5,-,0
## stage by stage
stage,hold WS (ns),cells
floorplan,0.426,27
global placement,0.554,82
detailed placement,0.565,82
CTS,0.570,85
global route,0.593,85
finish,0.568,85
## worst paths after layout
check	startpoint	endpoint	slack, ns
worst min-delay path	out[1]	out[1]	0.57
worst max-delay path	out[1]	out[1]	0.26
worst max register to register	out[0]	out[3]	0.82
worst min register to register	out[1]	out[1]	0.57
## layout make-up
class	instances	share of cell area, %
sequential	4	19.7
tap	46	14.2
timing repair buffer	10	24.6
inverter	4	3.69
multi-input combinational	18	32.3
clock buffer	3	5.54
## kinds of logic after synthesis
kind of cell / count (synthesis) / synth area share [%]
buffers and inverters: 5 / 8.64
xor gates and xnor gates: 1 / 3.78
AOI/OAI and AO/OA: 10 / 32.4
DFF: 4 / 34.6
and+or+nand+nor: 7 / 20.5
Power is estimated from default activity; no workload was simulated.
