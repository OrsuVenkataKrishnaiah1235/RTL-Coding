[design/flow/design.v]
module singleportram(clk,wr_en,rd_en,data,addr);
inout [7:0]data;
input [3:0]addr;
input wr_en,rd_en,clk;
reg [7:0]temp_data;
reg [7:0] Mem [15:0];
assign data=(rd_en==1 && wr_en==0)?temp_data:8'bzzzzzzzz;
always @(posedge clk)
begin
    if(wr_en && !rd_en)
    begin
        Mem[addr]<=data;
    end
    else if (rd_en && !wr_en)
    begin
        temp_data <=Mem[addr];
    end
end
endmodule
[design/flow/run.sh]
#!/bin/bash
# OpenROAD 26Q1-2900-gdf79404cd8, Yosys 0.63+post, stock flow scripts
make -C /OpenROAD-flow-scripts/flow DESIGN_CONFIG=/design/flow/config.mk WORK_HOME=/design/flow/orfs finish
[design/flow/config.mk]
export PLATFORM = sky130hd
export DESIGN_NAME = singleportram
export DESIGN_NICKNAME = singleportram
export VERILOG_FILES = /design/flow/design.v
export SDC_FILE = /design/flow/constraint.sdc
export NUM_CORES = 4
export LEC_CHECK = 1
export CORE_UTILIZATION = 30
[design/flow/constraint.sdc]
current_design singleportram

set clk_period 3.5
set clk_io_pct 0.2

create_clock -name clk0 -period $clk_period [get_ports {clk}]

set non_clock_inputs [all_inputs -no_clocks]
set_input_delay [expr $clk_period * $clk_io_pct] -clock clk0 $non_clock_inputs
set_output_delay [expr $clk_period * $clk_io_pct] -clock clk0 [all_outputs]
==> results.ini <==
[clock_tree]
ctsHoldBuffers = 0
cts_setup_buffers = 0
cts_resized = 0
htreeDepth = 4
clock.latency.late_pin_ns = 0.41
path_clk_slew_ns = 0.06
cts.sinks = 136
cts_tree = built
cts_root_buffer = clkbuf_16
cts_inserted_buffers = 17
max-clock-path-buffers = 2

[route]
via_count = 2423
routed_wl_um = 9810
n_antenna_cell = 0
ant_nets = 0
drt_iter0_markers = 145
wl_per_cell_um = 19.5
drc = 0
drtPass1Iterations = 4
routed_via_density = 4.82

[yosys]
yosys_warnings = 2
top_cells_by_count = edfxtp_1, mux4_1, a22oi_1
edf_count = 136
yosys.stat.seqShare = 0.762
top_area_frac = 0.762
synth_stat.cells = 233
ys_chip_area_um2 = 5360
syn_area_um2 = 5360
synthTopCellsByArea = edfxtp_1, mux4_1, mux4_2
top_area_cell = edfxtp_1
flop_cell = edfxtp_1
synthCells = 233
top_cell = edfxtp_1
ys_ff = 136
synth_cell_types = 20
avgSynthCellArea_um2 = 23.0
async_flop_share = 0

[worst_setup_path]
end_kind = flip-flop
rrSetupSlack_ns = 2.01
crit_end = data[5]
r2r-start = Mem[1][0]
crit_start = addr[0]
worstPathMaxFanout = 19
arrival_ns = 2.53
critPathKind = primary input to flip-flop
ff2ff_path_depth = 3
cp.required_ns = 3.66
cp-start-kind = primary input
rr_endpoint = data[0]

[global_route]
grt.total_usage = 0.124
antenna_found_initial = 0
grt_pass1_wl_um = 15300
grt_remaining_overflow = 0
first_global_vias = 2652
grt_max_degree = 20

[flow_run]
maxCapViolCount = 0
warnings = 281

[placed_design]
placed_cells = 471
dp_hpwl_um = 6170
gp_congestion = 0.776
io_buffers = 6

[sta]
whs_ns = 0.517
finalSetupViolations = 0
period_used_share = 0.679
rsz0062_at_grt = false
slew_headroom = 0.473
slew_viol_final = 0
setup_tns_ns = 0
fin_skew_ns = 0.00667
worstMarginPinSlew_ns = 0.788
layout_min_cycle_time_ns = 2.38
hold_violations = 0
max_freq_ghz = 0.421

[floorplan]
core_area_um2 = 17400
initCoreUtil = 0.309
num_io_pins = 15
die_area_um2 = 18400
die_h_um = 136
rows = 48
dieWidth_um = 136

[power_and_ir_drop]
irDropWorstVdd_uv = 323
finalPower_w = 0.00394
cellPowerDensity_nw_per_um2 = 622
p_leak_nw = 2.08

[hold_path]
hold_depth = 0
hp-class = primary input to flip-flop

[layout]
drive_above_1_share = 0.237
final_cells = 503
final_util = 0.366
areaGrowthSynthToFinish_pct = 18.4

[outcome]
outcome = complete, no violations

==> power breakdown <==
part	switching (W)	internal, W
clock	0.000659	0.00134
combinational	0.0000621	0.0000536
sequential	0.0000245	0.00181
==> through the flow <==
| stage | setup WS, ns | instance area (um2) |
|---|---|---|
| 4_1_cts | 1.10 | 6350 |
| 6_report | 1.12 | 6350 |
| 3_3_place_gp | 0.686 | 5670 |
| 5_1_grt | 1.01 | 6350 |
| 3_5_place_dp | 0.675 | 5670 |
| 2_1_floorplan | 1.00 | 5360 |
==> worst max-delay path, cell delays in order <==
cell	delay, ns
buf_2	0.41
buf_4	0.44
mux4_1	0.61
a22oi_1	0.26
nand2_1	0.08
==> sequential cells by signal, indices dropped and copies added (netlist names) <==
signal  flops
Mem       128
data        8
==> metal layers <==
| layer | vias up | track usage | routed length (um) |
|---|---|---|---|
| li1 | 1071 | - | - |
| met1 | 1211 | 0.155 | 3780 |
| met2 | 118 | 0.188 | 4720 |
| met3 | 23 | 0.0737 | 1050 |
| met4 | 0 | 0.0300 | 260 |
| met5 | - | 0.0167 | 0 |
==> final cells by class <==
cell class	count	area, um2
clock inverters	15	251
repair buffers	26	205
fillers	1539	11000
clock buffers	17	425
well taps	225	282
flip-flops and latches	136	4080
multi-input cells	84	1100
==> cells in the final DEF, fill, tap and decap left out, types with 4 or more instances in the layout <==
master           netlist  final
a22oi_1               16     16
buf_4                  0     20
bufinv_16              0      6
clkbuf_16              0     17
clkdlybuf4s50_1        0      5
clkinv_4               0      6
edfxtp_1             136    136
mux4_1                19     19
mux4_2                13     13
nand2_1                9      9
nor2_1                13     13
nor3_1                 4      4
==> logic make-up (layout without fill, tap and decap cells) <==
family / count (synthesis) / count (layout) / share of synthesized area
simple gates: 36 / 36 / 0.0348
flops: 136 / 136 / 0.762
buf+inv: 13 / 58 / 0.0334
compound gates: 16 / 16 / 0.0224
mux: 32 / 32 / 0.148
==> how the worst min path moves through the flow <==
| stage | startpoint | to | slack, ns |
|---|---|---|---|
| 4_1_cts | data[3] | Mem[14][3] | 0.51 |
| 5_1_grt | data[3] | Mem[8][3] | 0.52 |
| 6_report | data[3] | Mem[14][3] | 0.52 |
Power figures rest on the tool's default switching activity, not on a simulated workload.
